File: ./config.mk
export PLATFORM = sky130hd
export DESIGN_NAME = joy
export DESIGN_NICKNAME = joy
export VERILOG_FILES = /design/flow/design.v
export SDC_FILE = /design/flow/constraint.sdc
export NUM_CORES = 4
export LEC_CHECK = 1
export CORE_UTILIZATION = 40
File: ./constraint.sdc
current_design joy

set clk_period 6.9
set clk_io_pct 0.2

create_clock -name clk0 -period $clk_period [get_ports {CLK}]

set non_clock_inputs [all_inputs -no_clocks]
set_input_delay [expr $clk_period * $clk_io_pct] -clock clk0 $non_clock_inputs
set_output_delay [expr $clk_period * $clk_io_pct] -clock clk0 [all_outputs]
File: ./design.v
module joy(
	input CLK,  
	input sndRec,
	input MISO,
	output SS,
    output SCLK,
	output [39:0] DOUT
);
wire getByte;
wire [7:0] RxData;
wire BUSY;
reg clk_joy;  
reg [31:0] counter_joy = 0;
always @(posedge CLK)
begin
	counter_joy <= (counter_joy == 750) ? 0 : counter_joy + 1;
	if (counter_joy == 0)
		clk_joy <= ~clk_joy;    
end
joy_control jc(
	.CLK(clk_joy),
	.sndRec(sndRec),
	.BUSY(BUSY),
	.RxData(RxData),
    .SS(SS),
	.getByte(getByte),
	.DOUT(DOUT)
);
joy_interface ji(
	.CLK(clk_joy),
	.sndRec(getByte),
	.MISO(MISO),
    .SCLK(SCLK),
	.BUSY(BUSY),
	.DOUT(RxData)
);
endmodule
module joy_control(
	input CLK,
	input sndRec,
	input BUSY,
	input [7:0] RxData,
    output SS,
	output reg getByte,
	output reg [39:0] DOUT
);
reg SS = 1;
reg [2:0] pState = 0;
reg [2:0] byteCnt = 0;
reg [39:0] tmpSR = 0;
always @(negedge CLK)
begin	
	case(pState)
		0 : begin
            SS <= 1;
			getByte <= 0;
			tmpSR <= 0;
			byteCnt <= 0;
			pState <= sndRec ? 1 : 0;						
		end
		1 : begin
            SS <= 0;
			getByte <= 1;
			if(BUSY)
			begin
				pState <= 2;
				byteCnt <= byteCnt + 1;
			end
			else
				pState <= 1;
		end
		2 : begin
            SS <= 0;
			getByte <= 0;
			pState <= BUSY ? 2 : 3;
		end
		3 : begin
            SS <= 0;
			getByte <= 0;
			tmpSR <= {tmpSR[31:0], RxData};
			pState <= byteCnt == 5 ? 4 : 1;
		end
		4 : begin
            SS <= 1;
			getByte <= 0;
			DOUT[39:0] <= tmpSR[39:0];
			pState <= sndRec ? 4 : 0;
		end
	endcase
end
endmodule
module joy_interface(
	input CLK,  
	input sndRec,
	input MISO,
    output SCLK,
	output reg BUSY,
	output [7:0] DOUT
);
reg [4:0] bitCount;
reg [7:0] rSR = 0;
reg [7:0] wSR = 0;
reg [1:0] pState = 0;
reg CE = 0;
assign SCLK = (CE == 1'b1) ? CLK : 1'b0;
assign DOUT = rSR;
always @(posedge CLK)
begin
	if (pState == 2 && CE)
		rSR <= {rSR[6:0], MISO};
end
always @(negedge CLK)
begin
	case (pState)		
		0 : begin
			CE <= 0;
			BUSY <= 0;
			bitCount <= 0;
			pState <= sndRec ? 1 : 0;
		end
		1 : begin
			BUSY <= 1;
			bitCount <= 0;
			CE <= 0;
			pState <= 2;
		end
		2 : begin
			BUSY <= 1;
			bitCount <= bitCount + 1;
			CE <= (bitCount < 8);
			pState <= bitCount == 8 ? 3 : 2;
		end
		3 : begin
			CE <= 0;
			BUSY <= 1;
			bitCount <= 0;
			pState <= 0;
		end
	endcase
end
endmodule
File: ./run.sh
#!/bin/bash
# OpenROAD 26Q1-2900-gdf79404cd8, Yosys 0.63+post, stock flow scripts
make -C /OpenROAD-flow-scripts/flow DESIGN_CONFIG=/design/flow/config.mk WORK_HOME=/design/flow/orfs finish
==> run notes <==
* async set-or-reset flop fraction in the synthesized netlist: 0
* global route overflow: 0
* Setup CP Type: reg -> out
* number of pins with negative max-slew slack in the final report: 0
* fmax: 357 MHz
* CP peak stage delay: 490 ps
* register share after synthesis: 0.721
* Post-CTS Hold Fix Bufs: 0
* Pleak: 0.00211 uW
* total wirelength of the detailed-routed design: 6930 um
* placeable core region: 12600 um^2
* CP Launch Type: register
* Worst setup endpoint: SCLK
* Critical Path RT: 5520 ps
* Top area cell types: sky130_fd_sc_hd__edfxtp_1 56%, sky130_fd_sc_hd__dfxtp_1 16%, sky130_fd_sc_hd__and2_1 5.6%
* detailed router's first-iteration violation count: 176
* count of endpoints without a timing constraint: 242
* TritonCTS clock tree: yes
* final HPWL from detailed placement: 4630 um
* stages on the worst setup path: 2
* number of logged tool warnings: 31
* number of rows created at floorplan: 41
* number of CTS-inserted buffers: 5
* via count: 2718
* slack of the worst reg-to-reg path: 4940 ps
* data arrival time of the worst path: 1420 ps
* Insertion Delay late pin: 280 ps
* post-layout min period: 2800 ps
* final worst clock skew: 2.93 ps
* library cell with the largest summed area after synthesis: sky130_fd_sc_hd__edfxtp_1
* Floorplan Utilization: 0.411
* critical path cell sequence: and2_1 > clkdlybuf4s50_1
* y dimension of the die: 116 um
* startpoint of the worst setup timing path: clk_joy
* count of cells along the worst register-to-register path: 5
* global-route wire length before repair: 11500 um
* RSZ-0062 raised after global routing: no
* remaining routing DRC violations: 0
* endpoint of the lowest-slack register-to-register path: counter_joy[28]
* Chip Area, Yosys: 5180 um^2
* count of unique library cells instantiated by Yosys: 35
* buffering stage count on the worst path with inverters included: 1
* average routed wire per standard cell: 11.9 um
* most used standard cells in the synthesized netlist: 97 x sky130_fd_sc_hd__edfxtp_1, 46 x sky130_fd_sc_hd__and2_1, 41 x sky130_fd_sc_hd__dfxtp_1
* area added between synthesis and finish: 15.4%
* peak supply drop: 0.0870 mV
* CP max stage cell: sky130_fd_sc_hd__edfxtp_1
* final setup vio count: 0
* pin count of the biggest net entering global routing: 98
* total global routing track utilization: 0.114
* worst hold slack: 467 ps
* post-CTS setup-driven buffer insertion count: 0
* Synth warnings: 3
* slew at the pin with the worst max-slew slack: 792 ps
* number of violations of the max-capacitance limit: 0
* fin crit share: 0.406
* post-synth top area share: 0.562
* via count of the first global-routing pass: 2443
* share of cells above drive strength 1: 0.0537
* number of synthesized register bits: 138
* number of register pins that no clock reaches: 105
* Clock Tree Root: sky130_fd_sc_hd__clkbuf_16
* Reg clk slew, reported paths: 50 ps
* family with the most delay on the worst path: flip-flops
* P per Cell Area: 67.4 nW/um^2
* final hold vios: 0
* number of inserted diodes: 0
* post-detailed-route via-to-cell ratio: 4.67
* IO Count: 45
* total power consumption of the routed design: 403 uW
* kind of end point of the critical path: output pin
* number of standard cells reported by yosys: 365
* count of library flops with an enable pin: 97
* maximum clock insertion buffer count: 2
* cell with the most instances after synthesis: sky130_fd_sc_hd__edfxtp_1
* post-synth design cell area: 5180 um^2
* antenna violations before repair: 0
* prevailing post-synth register cell: sky130_fd_sc_hd__edfxtp_1
* count of mapped cells out of synthesis: 365
* max_slew headroom: 0.472
* result of the run: complete, no violations
* drt pass-1 iters: 4
* number of I/O port buffers: 44
* horizontal die size: 116 um
* Hold Crit Class: reg -> reg
* crit path max fanout: 10
* post-route setup TNS: 0 ps
* Chip Area: 13400 um^2
* post-detailed-route count of antenna-violating nets: 0
* gp weighted congestion: 0.806
* startpoint of the worst register-to-register path: counter_joy[1]
* count of cells resized by post-cts repair: 0
* Avg Inst Size Synth: 14.2 um^2
* CTS H-tree lvls: 2
==> registers in the layout, indices dropped and copies added, names as in the netlist <==
| signal | cells |
|---|---|
| clk_joy | 1 |
| counter_joy | 32 |
| jc.DOUT | 40 |
| jc.SS | 1 |
| jc.byteCnt | 3 |
| jc.getByte | 1 |
| jc.pState | 3 |
| jc.tmpSR | 40 |
| ji.BUSY | 1 |
| ji.CE | 1 |
| ji.bitCount | 5 |
| ji.pState | 2 |
| ji.rSR | 8 |
==> cell families after synthesis <==
| logic type | after synthesis | share of synthesized area |
|---|---|---|
| flops | 138 | 0.721 |
| fa+ha+maj | 11 | 0.0261 |
| xor+xnor | 34 | 0.0575 |
| simple gates | 148 | 0.164 |
| buf+inv | 26 | 0.0208 |
| compound gates | 8 | 0.0111 |
==> layout make-up <==
| class | count | area [um^2] |
|---|---|---|
| Fill cell | 1102 | 6640 |
| Sequential cell | 138 | 3730 |
| Clock inverter | 3 | 17.5 |
| Clock buffer | 5 | 125 |
| Timing Repair Buffer | 48 | 470 |
| Multi-Input combinational cell | 201 | 1360 |
| Tap cell | 172 | 215 |
| Inverter | 15 | 56.3 |
==> where the power goes <==
| group | switching [uW] | internal [uW] | total, uW |
|---|---|---|---|
| logic | 0.371 | 1.09 | 1.46 |
| registers | 0 | 192 | 192 |
| clock network | 78.2 | 132 | 210 |
| total | 78.6 | 325 | 403 |
==> worst min path at each step <==
| stage | start | end | cells past startpoint |
|---|---|---|---|
| CTS | counter_joy[31] | counter_joy[31] | 1 |
| global route | counter_joy[31] | counter_joy[31] | 1 |
| finish | counter_joy[31] | counter_joy[31] | 1 |
==> cells in the final DEF (no fill, tap or decap), drive strengths merged, types with 4 or more instances in the layout <==
cell	n
edfxtp	97
and2	46
clkdlybuf4s50	44
dfxtp	41
nand2	21
xor2	18
xnor2	16
nor2	16
inv	15
nor4	15
nand3	12
nand4	12
nor3	11
ha	10
clkbuf	5
buf	4
==> routing by layer <==
metal  share of wire  vias up  GRT usage
met4          0.0091        0    0.00769
met3           0.050        9     0.0186
met1            0.49     1271      0.195
li1                -     1376          -
met2            0.45       62      0.174
met5               0        -          0
==> per-stage QoR <==
stage | utilization | setup WS [ps] | instances | instance area (um^2)
6_report | 0.474 | 4100 | 582 | 5980
5_1_grt | 0.474 | 4020 | 582 | 5980
4_1_cts | 0.474 | 4090 | 582 | 5980
3_5_place_dp | 0.463 | 4390 | 574 | 5840
3_3_place_gp | 0.463 | 4400 | 574 | 5840
2_1_floorplan | - | 4910 | 365 | 5180
Power and IR drop assume default switching activity.
